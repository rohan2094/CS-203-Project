**design/flow/design.v**
```verilog
module tic_tac_toe_game(
     input clk,  
     input rst,  
     input pp,  
     input pc,  
     input [3:0] computer_position,player_position, 
  output wire [1:0] pos1,pos2,pos3,pos4,pos5,pos6,pos7,pos8,pos9,
     output wire[1:0]who 
     );
  wire computer_enable;  
  wire player_enable;  
  wire [15:0] PC_en_signal; 
  wire [15:0] PL_en_signal;  
  wire illegal_move;  
 wire win_signal;  
 wire no_space_signal;  
  position_registers position_reg_unit(
      clk,  
      rst,  
      illegal_move,  
    PC_en_signal[9:0],  
    PL_en_signal[9:0],  
      pos1,pos2,pos3,pos4,pos5,pos6,pos7,pos8,pos9 
      );
  winner_detector win_detect_unit(pos1,pos2,pos3,pos4,pos5,pos6,pos7,pos8,pos9,win_signal,who);
  position_decoder pdecoder1(computer_position,computer_enable,PC_en_signal);
  position_decoder pdecoder2(player_position,player_enable,PL_en_signal); 
  illegal_move_detector i_m_d(
   pos1,pos2,pos3,pos4,pos5,pos6,pos7,pos8,pos9, 
    PC_en_signal[9:0], PL_en_signal[9:0], 
   illegal_move
   );
 nospace_detector n_s_d(
   pos1,pos2,pos3,pos4,pos5,pos6,pos7,pos8,pos9, 
   no_space_signal
    ); 
 fsm_controller tic_tac_toe_controller(
     clk, 
     rst, 
     pp,  
     pc, 
     illegal_move, 
     no_space_signal,  
     win_signal,  
     computer_enable,  
     player_enable  
     );    
endmodule
module position_registers(
      input clk,  
      input rst,  
      input illegal_move,  
  input [9:0] PC_en_signal,  
  input [9:0] PL_en_signal,  
      output reg[1:0] pos1,pos2,pos3,pos4,pos5,pos6,pos7,pos8,pos9 
      );
  always @(posedge clk or posedge rst)
 begin
  if(rst) 
   pos1 <= 2'b00;
  else begin
   if(illegal_move==1'b1)
    pos1 <= pos1; 
    else if(PC_en_signal[1]==1'b1)
    pos1 <= 2'b10;  
    else if (PL_en_signal[1]==1'b1)
    pos1 <= 2'b01; 
   else 
    pos1 <= pos1; 
  end 
 end 
 always @(posedge clk or posedge rst)
 begin
  if(rst) 
   pos2 <= 2'b00;
  else begin
   if(illegal_move==1'b1)
    pos2 <= pos2; 
    else if(PC_en_signal[2]==1'b1)
    pos2 <= 2'b10;  
    else if (PL_en_signal[2]==1'b1)
    pos2 <= 2'b01; 
   else 
    pos2 <= pos2; 
  end 
 end 
 always @(posedge clk or posedge rst)
 begin
  if(rst) 
   pos3 <= 2'b00;
  else begin
   if(illegal_move==1'b1)
    pos3 <= pos3; 
    else if(PC_en_signal[3]==1'b1)
    pos3 <= 2'b10;  
    else if (PL_en_signal[3]==1'b1)
    pos3 <= 2'b01; 
   else 
    pos3 <= pos3; 
  end 
 end  
 always @(posedge clk or posedge rst)
 begin
  if(rst) 
   pos4 <= 2'b00;
  else begin
   if(illegal_move==1'b1)
    pos4 <= pos4; 
    else if(PC_en_signal[4]==1'b1)
    pos4 <= 2'b10;  
    else if (PL_en_signal[4]==1'b1)
    pos4 <= 2'b01; 
   else 
    pos4 <= pos4; 
  end 
 end 
 always @(posedge clk or posedge rst)
 begin
  if(rst) 
   pos5 <= 2'b00;
  else begin
   if(illegal_move==1'b1)
    pos5 <= pos5; 
    else if(PC_en_signal[5]==1'b1)
    pos5 <= 2'b10;  
    else if (PL_en_signal[5]==1'b1)
    pos5 <= 2'b01; 
   else 
    pos5 <= pos5; 
  end 
 end 
 always @(posedge clk or posedge rst)
 begin
  if(rst) 
   pos6 <= 2'b00;
  else begin
   if(illegal_move==1'b1)
    pos6 <= pos6; 
    else if(PC_en_signal[6]==1'b1)
    pos6 <= 2'b10;  
    else if (PL_en_signal[6]==1'b1)
    pos6 <= 2'b01; 
   else 
    pos6 <= pos6; 
  end 
 end 
 always @(posedge clk or posedge rst)
 begin
  if(rst) 
   pos7 <= 2'b00;
  else begin
   if(illegal_move==1'b1)
    pos7 <= pos7; 
    else if(PC_en_signal[7]==1'b1)
    pos7 <= 2'b10;  
    else if (PL_en_signal[7]==1'b1)
    pos7 <= 2'b01; 
   else 
    pos7 <= pos7; 
  end 
 end 
 always @(posedge clk or posedge rst)
 begin
  if(rst) 
   pos8 <= 2'b00;
  else begin
   if(illegal_move==1'b1)
    pos8 <= pos8; 
    else if(PC_en_signal[8]==1'b1)
    pos8 <= 2'b10;  
    else if (PL_en_signal[8]==1'b1)
    pos8 <= 2'b01; 
   else 
    pos8 <= pos8; 
  end 
 end 
 always @(posedge clk or posedge rst)
 begin
  if(rst) 
   pos9 <= 2'b00;
  else begin
   if(illegal_move==1'b1)
    pos9 <= pos9; 
    else if(PC_en_signal[9]==1'b1)
    pos9 <= 2'b10;  
    else if (PL_en_signal[9]==1'b1)
    pos9 <= 2'b01; 
   else 
    pos9 <= pos9; 
  end 
 end  
endmodule 
module fsm_controller(
     input clk, 
     input rst, 
     pp,  
     pc, 
     illegal_move, 
     no_space,  
     win,  
     output reg computer_play,  
     player_play  
     );
parameter IDLE=2'b00;
parameter PLAYER=2'b01;
parameter COMPUTER=2'b10;
parameter GAME_COMPLETE=2'b11;
reg[1:0] current_state, next_state;
  always @(posedge clk or posedge rst) 
begin 
  if(rst)
  current_state <= IDLE;
 else 
  current_state <= next_state;
end 
always @(*)
 begin
 case(current_state)
 IDLE: begin 
   if(rst==1'b0 && pp == 1'b1)
   next_state <= PLAYER;  
  else 
   next_state <= IDLE;
  player_play <= 1'b0;
  computer_play <= 1'b0;
 end 
 PLAYER:begin 
  player_play <= 1'b1;
  computer_play <= 1'b0;
  if(illegal_move==1'b0)
   next_state <= COMPUTER;  
  else 
   next_state <= IDLE;
 end 
 COMPUTER:begin 
  player_play <= 1'b0;
  if(pc==1'b0) begin 
   next_state <= COMPUTER;
   computer_play <= 1'b0;
  end
  else if(win==1'b0 && no_space == 1'b0)
  begin 
   next_state <= IDLE;
   computer_play <= 1'b1; 
  end 
  else if(no_space == 1 || win ==1'b1)
  begin 
   next_state <= GAME_COMPLETE;  
   computer_play <= 1'b1; 
  end  
 end 
 GAME_COMPLETE:begin  
  player_play <= 1'b0;
  computer_play <= 1'b0; 
   if(rst==1'b1) 
   next_state <= IDLE; 
  else 
   next_state <= GAME_COMPLETE;  
 end 
 default: next_state <= IDLE; 
 endcase
 end
endmodule
module nospace_detector(
   input [1:0] pos1,pos2,pos3,pos4,pos5,pos6,pos7,pos8,pos9, 
   output wire no_space
    );
wire t1,t2,t3,t4,t5,t6,t7,t8,t9;
assign t1 = pos1[1] | pos1[0];
assign t2 = pos2[1] | pos2[0];
assign t3 = pos3[1] | pos3[0];
assign t4 = pos4[1] | pos4[0];
assign t5 = pos5[1] | pos5[0];
assign t6 = pos6[1] | pos6[0];
assign t7 = pos7[1] | pos7[0];
assign t8 = pos8[1] | pos8[0];
assign t9 = pos9[1] | pos9[0];
assign no_space =((((((((t1 & t2) & t3) & t4) & t5) & t6) & t7) & t8) & t9);
endmodule 
module illegal_move_detector(
   input [1:0] pos1,pos2,pos3,pos4,pos5,pos6,pos7,pos8,pos9, 
  input [9:0] PC_en_signal, PL_en_signal, 
   output wire illegal_move
   );
wire t1,t2,t3,t4,t5,t6,t7,t8,t9,t11,t12,t13,t14,t15,t16,t17,t18,t19,t21,t22;
  assign t1 = (pos1[1] | pos1[0]) & PL_en_signal[1];
  assign t2 = (pos2[1] | pos2[0]) & PL_en_signal[2];
  assign t3 = (pos3[1] | pos3[0]) & PL_en_signal[3];
  assign t4 = (pos4[1] | pos4[0]) & PL_en_signal[4];
  assign t5 = (pos5[1] | pos5[0]) & PL_en_signal[5];
  assign t6 = (pos6[1] | pos6[0]) & PL_en_signal[6];
  assign t7 = (pos7[1] | pos7[0]) & PL_en_signal[7];
  assign t8 = (pos8[1] | pos8[0]) & PL_en_signal[8];
  assign t9 = (pos9[1] | pos9[0]) & PL_en_signal[9];
  assign t11 = (pos1[1] | pos1[0]) & PC_en_signal[1];
  assign t12 = (pos2[1] | pos2[0]) & PC_en_signal[2];
  assign t13 = (pos3[1] | pos3[0]) & PC_en_signal[3];
  assign t14 = (pos4[1] | pos4[0]) & PC_en_signal[4];
  assign t15 = (pos5[1] | pos5[0]) & PC_en_signal[5];
  assign t16 = (pos6[1] | pos6[0]) & PC_en_signal[6];
  assign t17 = (pos7[1] | pos7[0]) & PC_en_signal[7];
  assign t18 = (pos8[1] | pos8[0]) & PC_en_signal[8];
  assign t19 = (pos9[1] | pos9[0]) & PC_en_signal[9];
assign t21 =((((((((t1 | t2) | t3) | t4) | t5) | t6) | t7) | t8) | t9);
assign t22 =((((((((t11 | t12) | t13) | t14) | t15) | t16) | t17) | t18) | t19);
assign illegal_move = t21 | t22 ;
endmodule 
module position_decoder(input[3:0] in, input enable, output wire [15:0] out_en);
 reg[15:0] t1;
 assign out_en = (enable==1'b1)?t1:16'd0;
 always @(*)
 begin
 case(in)
 4'd0: t1 <= 16'b0000000000000001;
 4'd1: t1 <= 16'b0000000000000010; 
 4'd2: t1 <= 16'b0000000000000100;
 4'd3: t1 <= 16'b0000000000001000;
 4'd4: t1 <= 16'b0000000000010000;
 4'd5: t1 <= 16'b0000000000100000;
 4'd6: t1 <= 16'b0000000001000000;
 4'd7: t1 <= 16'b0000000010000000;
 4'd8: t1 <= 16'b0000000100000000;
 4'd9: t1 <= 16'b0000001000000000;
 4'd10: t1 <= 16'b0000010000000000;
 4'd11: t1 <= 16'b0000100000000000;
 4'd12: t1 <= 16'b0001000000000000;
 4'd13: t1 <= 16'b0010000000000000;
 4'd14: t1 <= 16'b0100000000000000;
 4'd15: t1 <= 16'b1000000000000000;
 default: t1 <= 16'b0000000000000001; 
 endcase 
end 
endmodule 
module winner_detector(input [1:0] pos1,pos2,pos3,pos4,pos5,pos6,pos7,pos8,pos9, output wire winner, output wire [1:0]who);
wire win1,win2,win3,win4,win5,win6,win7,win8;
wire [1:0] who1,who2,who3,who4,who5,who6,who7,who8;
winner_detect_across_line u1(pos1,pos2,pos3,win1,who1); 
winner_detect_across_line u2(pos4,pos5,pos6,win2,who2); 
winner_detect_across_line u3(pos7,pos8,pos9,win3,who3); 
winner_detect_across_line u4(pos1,pos4,pos7,win4,who4); 
winner_detect_across_line u5(pos2,pos5,pos8,win5,who5); 
winner_detect_across_line u6(pos3,pos6,pos9,win6,who6); 
winner_detect_across_line u7(pos1,pos5,pos9,win7,who7); 
winner_detect_across_line u8(pos3,pos5,pos7,win8,who8); 
assign winner = (((((((win1 | win2) | win3) | win4) | win5) | win6) | win7) | win8);
assign who = (((((((who1 | who2) | who3) | who4) | who5) | who6) | who7) | who8);
endmodule 
module winner_detect_across_line(input [1:0] pos0,pos1,pos2, output wire winner, output wire [1:0]who);
wire [1:0] temp0,temp1,temp2;
wire temp3;
assign temp0[1] = !(pos0[1]^pos1[1]);
assign temp0[0] = !(pos0[0]^pos1[0]);
assign temp1[1] = !(pos2[1]^pos1[1]);
assign temp1[0] = !(pos2[0]^pos1[0]);
assign temp2[1] = temp0[1] & temp1[1];
assign temp2[0] = temp0[0] & temp1[0];
assign temp3 = pos0[1] | pos0[0];
assign winner = temp3 & temp2[1] & temp2[0];
assign who[1] = winner & pos0[1];
assign who[0] = winner & pos0[0];
endmodule
```
**design/flow/run.sh**
```bash
#!/bin/bash
# OpenROAD 26Q1-2900-gdf79404cd8, Yosys 0.63+post, stock flow scripts
make -C /OpenROAD-flow-scripts/flow DESIGN_CONFIG=/design/flow/config.mk WORK_HOME=/design/flow/orfs finish
```
**design/flow/config.mk**
```make
export PLATFORM = sky130hd
export DESIGN_NAME = tic_tac_toe_game
export DESIGN_NICKNAME = tic_tac_toe_game
export VERILOG_FILES = /design/flow/design.v
export SDC_FILE = /design/flow/constraint.sdc
export NUM_CORES = 4
export LEC_CHECK = 1
export CORE_AREA = 10 10 106 106
export DIE_AREA = 0 0 116 116
```
**design/flow/constraint.sdc**
```tcl
current_design tic_tac_toe_game

set clk_period 3.5
set clk_io_pct 0.2

create_clock -name clk0 -period $clk_period [get_ports {clk}]

set non_clock_inputs [all_inputs -no_clocks]
set_input_delay [expr $clk_period * $clk_io_pct] -clock clk0 $non_clock_inputs
set_output_delay [expr $clk_period * $clk_io_pct] -clock clk0 [all_outputs]
```
==> impl_table.tex <==
% Table of physical implementation metrics
\begin{tabular}{lr}
\hline
Metric & Value \\
\hline
\multicolumn{2}{l}{\textbf{Power}} \\
P\_sw & about 0.28 mW \\
Peak supply drop & 0.128 mV \\
Clock network fraction of design power & between 10\% and 20\% \\
Internal Dissipation & a little over 0.5 mW \\
Proportion of power drawn by combinational gates & 34.0\% \\
Sequential Power Share & around 47\% \\
PnR Total Power & between 0.7 and 0.8 mW \\
Total leakage power & 0.926 nW \\
Net switching fraction of the power & 35.4\% \\
Power density of the placed cells & 359 mW/mm\^{}2 \\
\multicolumn{2}{l}{\textbf{CTS}} \\
Post CTS Setup Buffer Count & 0 \\
TritonCTS Buffers & 3 \\
Clock transition time at the flip-flop clock pins of the worst setup and hold paths & around 0.070 ns \\
Htree depth & 1 \\
Clock tree from TritonCTS & done \\
Root cell of the clock tree & sky130\_fd\_sc\_hd\_\_clkbuf\_8 \\
Worst-Skew Late Latency & 0.25 ns \\
Deepest clock path buffer count & 2 \\
\multicolumn{2}{l}{\textbf{Die}} \\
Io pins & 32 \\
Total core area & 0.00885 sq mm \\
Core Rows & 34 \\
Die outline width & 116 um \\
Chip Height & about 120 um \\
Chip area & 0.0135 sq mm \\
Fp util & 19.4\% \\
\multicolumn{2}{l}{\textbf{Drt}} \\
Vias post-DR & about 1,800 \\
Iter 0 DRT Violations & around 170 \\
Post-route DRC & 0 \\
Antenna Nets Post-Route & 0 \\
Avg WL per Cell & 16.0 um \\
Via/cell ratio & approximately 5.2 \\
Diode insertion count for antenna repair & 0 \\
Final wirelength & between 5000 and 6000 um \\
Pre-antenna DRT Iters & 5 \\
\multicolumn{2}{l}{\textbf{Hold path}} \\
Hold Crit Start & position\_reg\_unit.pos2[1] \\
Worst hold path endpoint & position\_reg\_unit.pos2[1] \\
Hold Path Stages & 1 \\
Class of the worst hold path & register to register \\
\multicolumn{2}{l}{\textbf{Logic synthesis}} \\
\# Cells Yosys & between 200 and 250 \\
Share of the synthesized area in the top cell type & 29.2\% \\
Synth top area cells & sky130\_fd\_sc\_hd\_\_dfrtp\_1 (29\%), sky130\_fd\_sc\_hd\_\_and3\_1 (6.6\%), sky130\_fd\_sc\_hd\_\_nor3\_1 (5.3\%) \\
Number of synthesized flops with an enable pin & 0 \\
Post-synth design cell area & 0.00171 sq mm \\
Unique cell type count in the Yosys netlist & approximately 42 \\
Synth async-reset ratio & 87.0\% \\
Synthesized flop and latch total & 23 \\
Cell type with the largest total area after synthesis & sky130\_fd\_sc\_hd\_\_dfrtp\_1 \\
Syn avg cell area & roughly 8 sq um \\
Count of yosys warnings during synthesis & 3 \\
Yosys-reported design area after synthesis & 0.00171 sq mm \\
Most frequently used flop master after synthesis & sky130\_fd\_sc\_hd\_\_dfrtp\_1 \\
Gate count after technology mapping & approximately 210 \\
\multicolumn{2}{l}{\textbf{Global routing}} \\
Global-route wire length before repair & 8690 um \\
Via count of the first global-routing pass & about 1,600 \\
All-Layer GR Usage & between 7 and 8\% \\
Pin count of the biggest net entering global routing & 23 \\
Overflow after GRT & 0 \\
Number of antenna violations at the first check in global routing & 0 \\
\multicolumn{2}{l}{\textbf{Worst setup path}} \\
Crit Reg-Reg Startpoint & tic\_tac\_toe\_controller.current\_state[1] \\
Worst Reg-to-Reg Cells & 11 \\
Endpoint of the most critical register-to-register path & tic\_tac\_toe\_controller.current\_state[1] \\
Crit path top cell by count & sky130\_fd\_sc\_hd\_\_dlxtn\_1 \\
Maximum net fanout on the critical path & 7 \\
Endpoint kind of the worst setup timing path & register \\
Setup slack, reg-to-reg & roughly 0.47 ns \\
Required time at the worst-slack endpoint & $\sim$3.7 ns \\
Cell-by-cell listing of the critical path & clkdlybuf4s50\_1, and2\_1, dlxtn\_1, nor3b\_2, nand2\_1, o22ai\_1, nor4\_4, and3\_2, buf\_4, a221o\_1, dlxtn\_1 \\
Crit start category & input port \\
Critical path class & input port to register \\
Biggest cell delay along the critical path & 0.46 ns \\
Worst EP arrival & about 3.5 ns \\
Slowest CP cell & sky130\_fd\_sc\_hd\_\_clkdlybuf4s50\_1 \\
\multicolumn{2}{l}{\textbf{Timing}} \\
Final critical delay including setup and external delays & between 3 and 4 ns \\
Final max-slew violation count & 0 \\
Number of register pins that no clock reaches & 3 \\
Count of endpoints without a timing constraint & 3 \\
Headroom to the max-slew limit & 54.2\% \\
Peak clock frequency supported by timing & 302 MHz \\
Final worst clock skew & between 0.006 and 0.007 ns \\
Min Hold Slack & just under 0.7 ns \\
Final Hold Violating Endpoints & 0 \\
Unrepaired setup endpoints after global routing & false \\
Finish-stage setup viols & 0 \\
Final clock period utilization by the worst path & between 90\% and 100\% \\
Worst-Margin Slew & $\sim$0.68 ns \\
\multicolumn{2}{l}{\textbf{Place}} \\
Final GP Congestion & around 0.90 \\
\# port buffers & 31 \\
Half-perimeter wire length after placement & $\sim$4100 um \\
\multicolumn{2}{l}{\textbf{Run}} \\
Count of max-cap constraint violations & 0 \\
Number of warnings in the stage logs & 25 \\
\multicolumn{2}{l}{\textbf{Outcome}} \\
Run status & finished clean \\
\multicolumn{2}{l}{\textbf{Final layout}} \\
Area grow syn2layout & 27.1\% \\
Fraction of final layout cells sized beyond drive strength 1 & about 8.4\% \\
\hline
\end{tabular}
routing by layer:
metal / up-vias / global-route usage [%] / wire length [um]
met5: - / 0 / 0
met3: 4 / 1.67 / 514
met4: 0 / 0.500 / 30
met2: 81 / 12.5 / 2540
met1: 841 / 11.7 / 2440
li1: 872 / - / -
how the worst max path moves through the flow:
stage / from / end / slack [ns]
6_report: pc / tic_tac_toe_controller.current_state[1] / 0.18
5_1_grt: pc / tic_tac_toe_controller.current_state[1] / 0.03
4_1_cts: pc / tic_tac_toe_controller.current_state[1] / 0.17
worst max-delay path, delay by kind of cell:
kind,cells,cell delay (ns)
and+or+nand+nor,5,0.96
buffers and inverters,2,0.64
latches,2,0.60
AOI/OAI and AO/OA,2,0.57
cell families after synthesis:
| group | Yosys count | synth area share (%) |
|---|---|---|
| AND-OR/OR-AND | 59 | 24.0 |
| flip-flops | 20 | 29.2 |
| latches | 3 | 2.63 |
| other | 1 | 0.219 |
| AND/OR/NAND/NOR | 104 | 36.6 |
| buffers and inverters | 23 | 6.65 |
| multiplexers | 1 | 0.657 |
power by group through the flow:
stage	sequential (mW)	combinational [mW]	clock [mW]
after CTS	0.367	0.270	0.151
after global routing	0.377	0.298	0.160
final	0.369	0.266	0.147
synthesized netlist by cell type (2+ instances only):
cell and n:
sky130_fd_sc_hd__and4bb_2 2, sky130_fd_sc_hd__nor4bb_1 4, sky130_fd_sc_hd__nor2_1 15, sky130_fd_sc_hd__a31o_1 6, sky130_fd_sc_hd__nand3_1 10, sky130_fd_sc_hd__nand2_1 12, sky130_fd_sc_hd__dfrtp_1 20, sky130_fd_sc_hd__nor2b_1 6
sky130_fd_sc_hd__nand4_1 2, sky130_fd_sc_hd__or3_1 3, sky130_fd_sc_hd__a41o_1 8, sky130_fd_sc_hd__and4b_1 2, sky130_fd_sc_hd__nor3_1 18, sky130_fd_sc_hd__a22oi_1 4, sky130_fd_sc_hd__inv_1 4, sky130_fd_sc_hd__a221o_1 2
sky130_fd_sc_hd__buf_6 2, sky130_fd_sc_hd__o22ai_1 9, sky130_fd_sc_hd__a21oi_1 4, sky130_fd_sc_hd__a31oi_1 7, sky130_fd_sc_hd__clkbuf_1 14, sky130_fd_sc_hd__nand2b_1 3, sky130_fd_sc_hd__and3_1 18, sky130_fd_sc_hd__o21ai_0 15
sky130_fd_sc_hd__a41oi_1 2, sky130_fd_sc_hd__dlxtn_1 3
metrics by stage:
step | setup TNS, ns | instance area (sq um) | util [%] | worst slack, ns | cells
after floorplan | 0 | 1720 | - | 0.649 | 213
after global placement | -0.0803 | 2130 | 24.1 | -0.0803 | 342
after global routing | 0 | 2180 | 24.6 | 0.0349 | 345
after detailed placement | -0.0878 | 2130 | 24.1 | -0.0878 | 342
after CTS | 0 | 2180 | 24.6 | 0.169 | 345
final | 0 | 2180 | 24.6 | 0.184 | 345
layout by cell type, fill, tap and decap left out, drive strengths merged, types with 3 or more instances in the layout:
cell           instances
nand2                 12
nor3                  18
nor2b                  6
a21oi                  4
nand3                 10
nor2                  15
inv                    4
nand2b                 3
nor4bb                 4
o22ai                  9
dfrtp                 20
a31oi                  7
o21ai                 15
and4bb                 3
or3                    3
conb                   3
buf                    9
nor4                   3
clkdlybuf4s50         31
a41o                   8
a22oi                  4
dlxtn                  3
clkbuf                 3
a31o                   6
and3                  18
layout make-up:
| type | instances | area [sq um] |
|---|---|---|
| well taps | 108 | 135 |
| fillers | 951 | 6670 |
| inverters | 4 | 15.0 |
| multi-input cells | 167 | 1060 |
| repair buffers | 40 | 378 |
| flip-flops and latches | 23 | 546 |
| clock buffers | 3 | 41.3 |
timing repair:
item | in CTS | in global routing
setup endpoints to repair | 0 | 1
hold buffers | 0 | 0
gates resized | 0 | 1
No activity file was given, so power comes from the tool's default toggle rates.
